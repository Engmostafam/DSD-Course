`flow/design.v`:
```
module deserial ( 
   dat_o, length, valid,
   clk_i, rst_i, serial_clk, serial_i
   );
   input clk_i;
   input rst_i;
   input serial_clk;  
   input serial_i;   
   output [31:0] dat_o;  
   output [4:0]  length;  
   output 	 valid;  
   localparam HEADER=4'b1010;
   localparam FOOTER=4'b0111;
   localparam idle=2'b00;
   localparam head=2'b01;  
   localparam data=2'b10;  
   localparam foot=2'b11;  
   reg [31:0]		dat_o;
   reg [4:0]		length;
   reg			valid;
   reg [1:0] 		rSAMPLE;
   always @(posedge clk_i)
     begin
	if(rst_i)
	  begin
	     rSAMPLE <= 2'h0;
	  end
	else 
	  begin
	     rSAMPLE <= {rSAMPLE[0], serial_clk};
	  end
     end
   wire   fPOSEDGE;
   assign fPOSEDGE = !rSAMPLE[1] & rSAMPLE[0];
   reg [1:0] 		state;
   reg [5:0] 		cnt;
   always @(posedge clk_i)
     if(rst_i)
       state <= idle;
     else 
       state <= next_state;
   reg [1:0] 		next_state;
   always @( fFOOT or fHEAD or state)
     begin
	case (state)
	  idle : next_state <= head;
	  head : next_state <= (fHEAD) ? data : head;
	  data : next_state <= (fFOOT) ? foot : data;
	  foot : next_state <= head;
	endcase  
     end
   reg [39:0] rSHIFT;  
   always @(posedge clk_i)
     begin
	if(rst_i)
	  begin
	     rSHIFT <= 40'h0;
	  end
	else if (fPOSEDGE)
	  rSHIFT <= {rSHIFT[38:0] , serial_i};
     end
   reg [39:0] rMASK;  
   always @(posedge clk_i)
     begin
	if(rst_i)
	  begin
	     rMASK <= 40'h0;
	  end
	else if (fPOSEDGE & (state == data))
	  rMASK <= {rMASK[38:0] , 1'b1};
	else if(state == foot)
	  rMASK <= 40'd0;
     end
   always @(posedge clk_i)
     begin
	if(rst_i)
	  begin
	     cnt <= 6'h0;
	  end
	else if(fPOSEDGE & (state == data))  
	  cnt <= cnt + 1'b1;
	else if (state == foot)
	  cnt <= 6'h00;
     end  
   wire fHEAD;
   wire fFOOT;
   assign fHEAD = (rSHIFT[3:0] == HEADER);
   assign fFOOT = (rSHIFT[3:0] == FOOTER);
   always @(posedge clk_i)
     if(rst_i)
       valid <= 1'h0;
     else if ((state == data) & fFOOT)
       valid <= 1'b1;
     else 
       valid <= 1'b0;
   always @(posedge clk_i)
     if(rst_i)
       begin
	  dat_o <= 32'h0;
	  length <= 5'h0;
       end
     else if ((state == data) & fFOOT)
       begin
	  dat_o <= rSHIFT[35:4] & rMASK[35:4];
	  length <= cnt - 3'b100;
       end
endmodule  
```
`flow/run.sh`:
```
#!/bin/bash
# OpenROAD 26Q1-2900-gdf79404cd8, Yosys 0.63+post, stock flow scripts
make -C /OpenROAD-flow-scripts/flow DESIGN_CONFIG=/design/flow/config.mk WORK_HOME=/design/flow/orfs finish
```
`flow/config.mk`:
```
export PLATFORM = sky130hd
export DESIGN_NAME = deserial
export DESIGN_NICKNAME = deserial
export VERILOG_FILES = /design/flow/design.v
export SDC_FILE = /design/flow/constraint.sdc
export NUM_CORES = 4
export LEC_CHECK = 1
export CORE_UTILIZATION = 50
```
`flow/constraint.sdc`:
```
current_design deserial

set clk_period 3.0
set clk_io_pct 0.2

create_clock -name clk0 -period $clk_period [get_ports {clk_i}]

set non_clock_inputs [all_inputs -no_clocks]
set_input_delay [expr $clk_period * $clk_io_pct] -clock clk0 $non_clock_inputs
set_output_delay [expr $clk_period * $clk_io_pct] -clock clk0 [all_outputs]
```
==> out/qor.txt <==
CP required - 2.40 ns
root buffer cell - clkbuf_8
most frequent logic cell in the layout - dfxtp_1
CP Max Fanout - 2
YS chip area - 4540 um2
final slew viol count - 0
worst-path cell chain - clkdlybuf4s50_1
initial antenna violation count - 0
Max VDD drop - 0.484 mV
clock buffer count from CTS - 17
largest net degree at the start of global routing - 68
CP startpoint kind - flip-flop
cells in synth_stat.txt - 539
non-filler cells, final - 682
Vias - 3827
core area - 8760 um2
crit end category - primary output
DR WL/cell - 14.8 um
Leak - 1.79 nW
H-tree Lvls - 4
Max-Cap Viols - 0
# hold bufs at CTS - 0
Worst-Margin Slew - 0.727 ns
Max Freq - 518 MHz
Setup Buffers After CTS - 0
critical path's top delay family - buffers and inverters
Worst Clk Skew - 0.00898 ns
remaining antenna violation count - 0
Top cells excl fill/tap - 121 x dfxtp_1, 112 x nand2_1, 111 x a21oi_1
PostCTS Resize Cnt - 0
PortBufs - 41
Log Warnings - 26
Mapped Cells - 539
clock latency on the worst-skew pair - 0.50 ns
residual DRC count - 0
placed insts - 650
Synth Warn # - 1
register share after synthesis - 53.3%
DIE HEIGHT - 97.3 um
first-pass GRT wire length - 17500 um
Hold Crit Class - flip-flop to flip-flop
CTS sink cnt - 121
CP max stage cell - clkdlybuf4s50_1
diode count - 0
row cnt - 34
post-layout period usage of the worst path - 64.3%
Vias/cell - 5.61
syn_area_per_cell - 8.43 um2
Setup CP Type - flip-flop to primary output
largest stage delay on the critical path - 0.48 ns
number of global-route vias before repair - 3590
# setup viols final - 0
die area - 9470 um2
Slew headroom - 51.5%
CTS tree - yes
Buf/Inv on CP - 1
ys flops - 121
setup TNS - 0 ns
Reg clk slew, reported paths - 0.06 ns
CTS max path bufs - 2
GRT overflow - 0
routability congestion estimate - 0.772
Tot GR Track Use - 23.2%
crit path DAT - 1.33 ns
P&R area growth vs syn - 21.7%
final hold violation count - 0
post-synth cell types - 29
die width - 97.3 um
initial DRC count - 188
PD cells - 676 nW/um2
layout cells sized above 1 - 8.89%
initial core utilization - 51.8%
io pins - 42
Detailed Route WL - 10100 um
HPWL after DPL - 5730 um
Tmin final - 1.93 ns
status - finished clean
First-pass DRT Iterations - 6
synthesized area - 4540 um2
RSZ-0062 raised after global routing - false
[registers in the layout, summed over array words and instances (netlist names)]
| signal | flops |
|---|---|
| rSAMPLE | 2 |
| dat_o | 32 |
| length | 5 |
| state | 4 |
| rSHIFT | 36 |
| rMASK | 36 |
| cnt | 5 |
| valid | 1 |
[final cells by class]
cell class,instances,area [um2]
clock inverter,12,174
inverter,5,18.8
timing repair buffer,54,518
clock buffer,20,435
sequential,121,2420
tap,108,135
fill,769,3240
multi-input combinational,362,1820
[metal layers]
layer / global-route usage (%) / vias up / share of wire [%]
met2: 35.1 / 82 / 45
met1: 37.3 / 1813 / 49
met4: 2.94 / 0 / 0.96
met5: 0 / - / 0
met3: 4.54 / 10 / 5.0
li1: - / 1922 / -
[power by group]
part           switching [mW]  leakage [nW]  internal (mW)
sequential            0.00326         0.975           1.61
clock                   0.695         0.299           1.37
combinational          0.0459         0.517         0.0118
[synthesized netlist by cell type]
library cell,count,share of area [%]
dfxtp_1,121,53
nand2_1,112,9.3
a21oi_1,111,12
nand3_1,41,4.5
o21ai_0,36,4.0
nand4_1,32,4.4
clkbuf_1,24,2.0
buf_2,15,1.7
buf_6,5,1.2
inv_1,5,0.41
buf_4,4,0.66
a311oi_1,3,0.58
ha_1,3,0.83
nand2b_1,3,0.41
nor2b_1,3,0.41
a21oi_2,2,0.39
a311oi_2,2,0.66
buf_1,2,0.17
nand3b_1,2,0.33
nor2_1,2,0.17
nor3_1,2,0.22
o21a_1,2,0.33
a2111oi_2,1,0.33
a31oi_1,1,0.14
and3b_1,1,0.19
and4b_1,1,0.22
buf_12,1,0.44
nand4b_2,1,0.33
xnor2_1,1,0.19
[worst paths after layout]
kind,to,cells past startpoint,slack (ns),startpoint
max reg2reg,dat_o[24],4,1.17,state[1]
max,dat_o[29],1,1.07,dat_o[29]
min reg2reg,rMASK[1],2,0.46,rMASK[0]
min,rMASK[1],2,0.46,rMASK[0]
[per-stage QoR]
step,total power [mW],worst slack [ns],area [um2],hold slack [ns],util (%)
global placement,1.71,1.27,4920,0.439,56.1
finish,3.74,1.07,5530,0.456,63.1
global route,3.85,1.03,5530,0.483,63.1
floorplan,1.69,1.70,4540,0.432,-
detailed placement,1.71,1.22,4920,0.449,56.1
CTS,3.77,1.05,5530,0.452,63.1
[logic make-up after synthesis]
| family | count (synthesis) | share of synthesized area (%) |
|---|---|---|
| XOR/XNOR | 1 | 0.193 |
| buffers and inverters | 56 | 6.56 |
| adder cells (fa/ha/maj) | 3 | 0.827 |
| AND-OR/OR-AND | 158 | 18.6 |
| flip-flops | 121 | 53.3 |
| AND/OR/NAND/NOR | 200 | 20.5 |
No activity file was given, so power comes from the tool's default toggle rates.
