--- design/flow/design.v ---
module pnser ( 
   ack, dat_o,
   rnd_i, rnd_len, clk_i, rst_i
   );
   input [31:0] rnd_i;
   input [4:0] 	rnd_len;
   output 	ack;
   output 	dat_o;
   input 	clk_i;
   input 	rst_i;
   localparam HEADER=4'b1101;
   localparam FOOTER=4'b0101;
   localparam idle=2'b00;
   localparam read=2'b01;  
   localparam srld=2'b10;  
   localparam srlf=2'b11;  
   reg			ack;
   reg [1:0] 		state;
   reg [5:0] 		cnt;
   always @(posedge clk_i)
     if(rst_i)
       state <= idle;
     else
       state <= next_state;
   reg [1:0] 		next_state;
   always @( cnt or state)
     begin
	case (state)
	  idle : next_state <= read;
	  read : next_state <= srld;
	  srld : next_state <= (~|cnt) ? srlf : srld;
	  srlf : next_state <= (~|cnt) ? read : srlf;
	endcase  
     end
   always @(posedge clk_i)
     begin
	if(rst_i)
	  begin
	     cnt <= 6'h0;
	  end
	else if(state == read)  
	  cnt <= rlength + 3'h3;
	else if ((state == srld) & (~|cnt))
	  cnt <= 3'h3;
	else if ((state == srld) | (state == srlf))
	  cnt <= cnt - 1'b1;
     end
   wire fread;
   assign fread = (state == idle) | ((state == srlf) & (~|cnt)) ;
   always @(posedge clk_i)
     if(rst_i)
       ack <= 1'h0;
     else if (fread)
       ack <= 1'b1;
     else 
       ack <= 1'b0;
   reg [31:0] rdata;
   reg [4:0]  rlength;
   always @(posedge clk_i)
     if(rst_i)
       begin
	  rdata <= 32'h0;
	  rlength <= 5'h0;
       end
     else if (fread)
       begin
	  rdata <= rnd_i;
	  rlength <= rnd_len;
       end
   reg [35:0] rhnd;  
   always @(posedge clk_i)
     begin
	if(rst_i)
	  begin
	     rhnd <= 36'h0;
	  end
	else if (state == read)
	  rhnd <= {HEADER,rdata};
	else if (state == srld)
	  rhnd <= {rhnd[35:0], 1'b0};
     end
   reg [3:0] rfoot;  
   always @(posedge clk_i)
     begin
	if(rst_i)
	  rfoot <= FOOTER;
	else if (state == srlf)
	  rfoot <= {rfoot[2:0] , rfoot[3]};
     end
   assign dat_o = (state == srlf)? rfoot[3] : rhnd[35];
endmodule  
--- design/flow/run.sh ---
#!/bin/bash
# OpenROAD 26Q1-2900-gdf79404cd8, Yosys 0.63+post, stock flow scripts
make -C /OpenROAD-flow-scripts/flow DESIGN_CONFIG=/design/flow/config.mk WORK_HOME=/design/flow/orfs finish
--- design/flow/config.mk ---
export PLATFORM = sky130hd
export DESIGN_NAME = pnser
export DESIGN_NICKNAME = pnser
export VERILOG_FILES = /design/flow/design.v
export SDC_FILE = /design/flow/constraint.sdc
export NUM_CORES = 4
export LEC_CHECK = 1
export CORE_UTILIZATION = 50
--- design/flow/constraint.sdc ---
current_design pnser

set clk_period 3.0
set clk_io_pct 0.2

create_clock -name clk0 -period $clk_period [get_ports {clk_i}]

set non_clock_inputs [all_inputs -no_clocks]
set_input_delay [expr $clk_period * $clk_io_pct] -clock clk0 $non_clock_inputs
set_output_delay [expr $clk_period * $clk_io_pct] -clock clk0 [all_outputs]
==> qor.txt <==
drt pass-1 iters - 4
Post-CTS Setup Repair Bufs - 0
fmax - 428 MHz
Die Y - 87.1 µm
minimum clock period after layout - 2340 ps
post-synth top area cell - dfxtp_1
Mapped Area - 0.00362 mm²
Late-Pin Clk Latency - 350 ps
first-pass GRT wire length - 11600 µm
power density over the cells - 639 mW/mm²
GRT overflow - 0
Worst-path clk slew - 80 ps
CTS Buffer Depth - 2
DRT antenna net count - 0
antenna cells - 0
final WL - 6650 µm
CTS tree - built
synthesized chip area reported by yosys - 0.00362 mm²
Max VDD drop - 0.000406 V
routed vias/inst - 5.01
Mapped Cells - 441
initial antenna violation count - 0
PortBufs - 40
DP Wirelength - 4180 µm
leak pwr - 0.00165 µW
Tcrit/Tclk final - 77.9%
CTS Root Cell - clkbuf_8
unrepaired setup endpoints after global routing - false
largest net degree at the start of global routing - 54
Netlist cell types - 32
final hold vios - 0
Setup-failing EPs final - 0
Setup TNS - 0 ps
IO Pins - 41
Required @ worst endpoint - 2400 ps
Initial DRC Count - 107
cts hold-fix bufs - 0
Core Rows - 30
Post-synth seq share - 48.6%
Die ar. - 0.00759 mm²
gpl congestion - 0.787
All-Layer GR Usage - 19.5%
yosys stat cell total - 441
count leader, synth - dfxtp_1
Max Fanout on Critical Path - 9
Cell area leaders - dfxtp_1 (49%), a21oi_1 (11%), mux2i_1 (9.9%), nand2_1 (8.5%), nor2_1 (7.9%)
CP endpoint kind - primary output
Synthesis Warnings - 1
Slew Viols, Final - 0
clock sinks - 88
Startpoint Class - flip-flop
core utilization at floorplan - 52.5%
tool warnings - 27
Via Count - 2838
Area Growth Syn to Fin - 19.4%
DRC - 0
asr flop ratio synth - 0%
EDFF count, synth - 0
H-tree depth - 3
synthesized area per cell - 8.22 µm²
top_reg_cell synth - dfxtp_1
worst clock skew - 7.94 ps
worst hold path class - reg2reg
DP Area - 0.00406 mm²
vias in the first global route - 2509
Num CTS Buffers - 9
Top cell area share - 48.6%
WS Path Type - reg2out
Die X - 87.1 µm
Routed WL per cell - 11.8 µm
post-CTS sizing - 0
core box area - 0.00691 mm²
status - finished clean
Max Cap Viol - 0
final instance area - 0.00433 mm²
Synth flops - 88
slew margin rel. - 49.4%
share of layout cells above drive strength 1 - 6.17%
Slew @ Worst Pin - 758 ps
CP arrival - 1740 ps
commonest cells in the netlist - dfxtp_1 (88), nand2_1 (82), a21oi_1 (77)
report_power, final:
group          total [µW]  switching [µW]  internal [µW]
registers            1320            74.8           1240
clock network        1060             397            661
logic                 391             200            190
layout make-up:
type | instances | area, µm²
flip-flops and latches | 88 | 1760
clock buffers | 11 | 141
multi-input cells | 314 | 1700
fillers | 636 | 2580
repair buffers | 47 | 460
clock inverters | 5 | 128
inverters | 5 | 18.8
well taps | 96 | 120
metrics by stage:
step	instances	setup slack (ps)	power, µW	hold slack (ps)	util, %
floorplan	441	1480	1610	432	-
global placement	550	980	1740	442	58.8
detailed placement	550	911	1740	445	58.8
CTS	566	656	2800	458	62.7
global route	566	590	2910	474	62.7
finish	566	663	2770	455	62.7
flip-flops by register name, summed over array words and instances, names as in the netlist:
| signal | flops |
|---|---|
| rfoot | 4 |
| rhnd | 36 |
| state | 4 |
| ack | 1 |
| cnt | 6 |
| rlength | 5 |
| rdata | 32 |
worst paths after layout:
kind | from | endpoint | slack [ps] | depth (start not counted)
worst min register to register | rdata[24] | rdata[24] | 450 | 2
worst max-delay path | state[3] | dat_o | 660 | 2
worst max register to register | cnt[0] | rdata[29] | 900 | 7
worst min-delay path | rdata[24] | rdata[24] | 450 | 2
worst max-delay path, cell delays in order, from the launching register on:
cell	delay, ps
dfxtp_1	610
mux2_2	390
clkdlybuf4s50_1	400
cell families after synthesis:
kind of cell,count (synthesis),synth area share (%)
muxes,37,10.3
and+or+nand+nor,177,20.2
xor gates and xnor gates,3,0.725
adders and majority gates,3,1.04
AOI/OAI and AO/OA,94,14.2
DFF,88,48.6
buffers and inverters,39,5.01
layer usage:
layer	global-route usage, %	vias to the layer above	wire length (µm)
li1	-	1517	-
met1	31.8	1280	3490
met2	29.3	35	2890
met4	1.79	0	61
met3	3.85	6	210
met5	0	-	0
cells in the final DEF (no fill, tap or decap), drive strengths merged:
master	netlist	final
a211oi	4	4
a21oi	77	77
a221o	1	1
a22oi	2	2
a31o	1	1
a31oi	3	3
a32oi	1	1
buf	19	8
bufinv	0	4
clkbuf	15	11
clkdlybuf4s50	0	39
clkinvlp	0	1
dfxtp	88	88
ha	3	3
inv	5	5
mux2	1	1
mux2i	36	36
nand2	82	82
nand3	2	2
nand3b	1	1
nor2	76	76
nor2b	6	6
nor3	3	3
nor3b	2	2
nor4	1	1
nor4b	2	2
o211a	1	1
o21ai	2	2
o32ai	2	2
or3	1	1
or4	1	1
xnor2	3	3
Power figures rest on the tool's default switching activity, not on a simulated workload.
