**flow/run.sh**
```bash
#!/bin/bash
# OpenROAD 26Q1-2900-gdf79404cd8, Yosys 0.63+post, stock flow scripts
make -C /OpenROAD-flow-scripts/flow DESIGN_CONFIG=/design/flow/config.mk WORK_HOME=/design/flow/orfs finish
```
**flow/config.mk**
```make
export PLATFORM = sky130hd
export DESIGN_NAME = top
export DESIGN_NICKNAME = top
export VERILOG_FILES = /design/flow/design.v
export SDC_FILE = /design/flow/constraint.sdc
export NUM_CORES = 4
export LEC_CHECK = 1
export CORE_UTILIZATION = 30
```
**flow/constraint.sdc**
```tcl
current_design top

set clk_period 7.6
set clk_io_pct 0.2

create_clock -name clk0 -period $clk_period [get_ports {clk_i}]

set non_clock_inputs [all_inputs -no_clocks]
set_input_delay [expr $clk_period * $clk_io_pct] -clock clk0 $non_clock_inputs
set_output_delay [expr $clk_period * $clk_io_pct] -clock clk0 [all_outputs]
```
**flow/design.v**
```verilog
module bin2gry( 
   gry,
   bin
   );
   parameter DW = 4;  
   input [DW-1:0]    bin;  
   output [DW-1:0]   gry;  
   assign gry = {bin[DW-1] , (bin[DW-1:1] ^ bin[DW-2:0]) };
endmodule  
module gry2bin( 
   bin,
   gry
   );
   parameter DW = 4;  
   output [DW-1:0]    bin;  
   input [DW-1:0]   gry;  
   assign bin = {gry[DW-1] , (gry[DW-1] ^ gry[DW-2]) , (bin[DW-2:1] ^ gry[DW-3:0])};
endmodule  
module debouncer( 
   pulse,
   clk_i, rst_i, push
   );
   parameter n=19;  
   input  clk_i;
   input  rst_i;
   input  push;
   output pulse;
   localparam stat0 = 0;
   localparam stat1 = 1;
   localparam wt0_1 = 2;
   localparam wt0_2 = 3;
   localparam wt0_3 = 3;
   localparam wt1_1 = 3;
   localparam wt1_2 = 3;
   localparam wt1_3 = 3;
   reg [n-1:0] 		cnt;
   always @(posedge clk_i)
     if(rst_i)
	  cnt <= {n{1'b0}};
       else
	 cnt <= cnt + 1'b1;
   reg [2:0] 		state;
   reg [2:0] 		next;
   always @(posedge clk_i)
     begin
	if(rst_i)
	  begin
	     state <= 3'h0;
	  end
	else
	  begin
	     state <= next;
	  end
     end
   always @( cnt or push or state)
     begin
	case (state)
	  stat0 : next <= (push)? wt1_1 : stat0;
	  wt1_1 : next <= (~push)? stat0 : 
			  (~|cnt)? wt1_2 : wt1_1;
	  wt1_2 : next <= (~push)? stat0 : 
			  (~|cnt)? wt1_3 : wt1_2;
	  wt1_3 : next <= (~push)? stat0 : 
			  (~|cnt)? stat1 : wt1_3;
	  stat1 : next <= (~push)? wt0_1 : stat1;
	  wt0_1 : next <= (push)? stat1 : 
			  (~|cnt)? wt0_2 : wt0_1;
	  wt0_2 : next <= (push)? stat1 : 
			  (~|cnt)? wt0_3 : wt0_2;
	  wt0_3 : next <= (push)? stat1 : 
			  (~|cnt)? stat0 : wt0_3;
	endcase  
     end  
   reg push_out;
   always @( rst_i or state)
     if(rst_i)
       push_out <= 1'h0;
       else if(state == stat1)
	 push_out <= 1'b1;
       else if(state == stat0)
	 push_out <= 1'b0;
       else
	 push_out <= push_out;
   reg [1:0] sample;
   always @(posedge clk_i)
     begin
	if(rst_i)
	  begin
	     sample <= 2'h0;
	  end
	else
	  begin
	     sample <= {sample[0] , push_out};
	  end
     end  
   reg  pulse;
   always @(posedge clk_i)
     begin
	if(rst_i)
	  begin
	     pulse <= 1'h0;
	  end
	else
	  begin
	     pulse <= (sample == 2'b01);
	  end
     end
endmodule  
module fifo ( 
   full, dat_o, empty,
   dat_i, wclk, wen, rclk, ren, rst_i
   );
   parameter DW = 4; 
   parameter AW = 2;  
   input [DW-1:0] dat_i;
   input 	  wclk;
   input 	  wen;
   output 	  full;
   output [DW-1:0] dat_o;
   input 	   rclk;
   input 	   ren;
   output 	   empty;
   input 	   rst_i;
   reg [DW-1:0]    RAM[(1<<AW)-1:0];
   reg			empty;
   reg			full;
   reg [AW:0] 	rptr;  
   wire [AW-1:0] 	rcrnt;  
   always @(posedge rclk or posedge rst_i)
     begin
	if(rst_i)
	  begin
	     rptr <= {(1+(AW)){1'b0}};
	  end
	else if(ren & !empty)  
	  rptr <= rptr + 1'b1;
     end  
   wire [AW:0] rptr_gry;
   bin2gry #( 
	     .DW			(AW+1))			  
   u_rptr ( 
	   .gry				(rptr_gry[AW:0]),	  
	   .bin				(rptr[AW:0]));		  
   assign rcrnt = rptr[AW-1:0];   
   assign dat_o = RAM[rcrnt];
   reg [AW:0] wptr1;
   always @(posedge rclk or posedge rst_i)
     begin
	if(rst_i)
	  begin
	     wptr1 <= {(1+(AW)){1'b0}};
	  end
	else
	  begin
	     wptr1 <= wptr_gry;
	  end
     end
   wire [AW:0] wptr1_bin;
   gry2bin #( 
	     .DW			(AW+1))			  
   u_wptr1 ( 
	    .bin			(wptr1_bin[AW:0]),	  
	    .gry			(wptr1[AW:0]));		  
   always @( rptr or rst_i or wptr1_bin)
     if(rst_i)
       empty <= 1'h1;
       else
	 empty <= ((rptr[AW] ~^ wptr1_bin[AW]) & (rptr[AW-1:0] == wptr1_bin[AW-1:0]));
   reg [AW:0] 	wptr;
   wire [AW-1:0] 	wcrnt;
   always @(posedge wclk or posedge rst_i)
     begin
	if(rst_i)
	  begin
	     wptr <= {(1+(AW)){1'b0}};
	  end
	else if(wen & !full)  
	  wptr <= wptr + 1'b1;
     end  
   wire [AW:0] wptr_gry;
   bin2gry #( 
	     .DW			(AW+1))			  
   u_wptr ( 
	   .gry				(wptr_gry[AW:0]),	  
	   .bin				(wptr[AW:0]));		  
   assign wcrnt = wptr[AW-1:0];
   always @(posedge wclk )
     if (wen & !full)
       RAM[wcrnt] <= dat_i;
   reg [AW:0] rptr1;
   always @(posedge wclk or posedge rst_i)
     begin
	if(rst_i)
	  begin
	     rptr1 <= {(1+(AW)){1'b0}};
	  end
	else
	  begin
	     rptr1 <= rptr_gry;
	  end
     end
   wire [AW:0] rptr1_bin;
   gry2bin #( 
	     .DW			(AW+1))			  
   u_rptr1 ( 
	    .bin			(rptr1_bin[AW:0]),	  
	    .gry			(rptr1[AW:0]));		  
   always @( rptr1_bin or rst_i or wptr)
     if(rst_i)
       full <= 1'h0;
       else
	 full <= ((wptr[AW] ^ rptr1_bin[AW]) & (wptr[AW-1:0] == rptr1_bin[AW-1:0]));
endmodule  
module top( 
   full, empty, dat_o,
   rst_i, push1, push0, dat_i, clk_i
   );
   input		clk_i;			 
   input [DW-1:0]	dat_i;			 
   input		push0;			 
   input		push1;			 
   input		rst_i;			 
   output [DW-1:0]	dat_o;			 
   output		empty;			 
   output		full;			 
   wire			rclk;			 
   wire			ren;			 
   wire			wclk;			 
   wire			wen;			 
   parameter DW = 4; 
   parameter AW = 2;  
   parameter CLKIN = 50;
   parameter wclk_CLKOUT = 25;
   parameter rclk_CLKOUT = 12.5;
   parameter w_n = 17;
   parameter r_n = 16;
   fifo #( 
	  .DW				(DW),
	  .AW				(AW))
   fifo0 ( 
	  .full				(full),
	  .dat_o			(dat_o[DW-1:0]),
	  .empty			(empty),
	  .dat_i			(dat_i[DW-1:0]),
	  .wclk				(wclk),
	  .wen				(wen),
	  .rclk				(rclk),
	  .ren				(ren),
	  .rst_i			(rst_i));
   clkgen #( 
	    .CLKIN			(CLKIN),		  
	    .CLKOUT			(wclk_CLKOUT))		  
   u_wclk ( 
	   .clk_o			(wclk),			  
	   .clk_i			(clk_i),		  
	   .rst_i			(rst_i));		  
   clkgen #( 
	    .CLKIN			(CLKIN),		  
	    .CLKOUT			(rclk_CLKOUT))		  
   u_rclk ( 
	   .clk_o			(rclk),			  
	   .clk_i			(clk_i),		  
	   .rst_i			(rst_i));		  
   debouncer #( 
	       .n			(w_n))			  
   u0w ( 
	.pulse				(wen),			  
	.clk_i				(wclk),			  
	.rst_i				(rst_i),		  
	.push				(push0));		  
   debouncer #( 
	       .n			(r_n))			  
   u1r ( 
	.pulse				(ren),			  
	.clk_i				(rclk),			  
	.rst_i				(rst_i),		  
	.push				(push1));		  
endmodule  
module clkgen ( 
   clk_o,
   clk_i, rst_i
   );
   input clk_i;
   input rst_i;
   output clk_o;
   parameter CLKIN = 50;  
   parameter CLKOUT = 0.1;  
   localparam DIVIDE = 0.5*(1.0/CLKOUT)*CLKIN - 1;  
   reg			clk_o;
   reg [24:0] 		count;
   always @(posedge clk_i)
     begin
	if(rst_i)
	  begin
	     count <= 25'h0;
	  end
	else if (~|count)
	     count <= DIVIDE;
	else
	  count <= count - 1;
     end
   always @(posedge clk_i)
     begin
	if(rst_i)
	  begin
	     clk_o <= 1'h0;
	  end
	else if (~|count)
	  begin
	     clk_o <= ~clk_o;
	  end
     end
endmodule  
```
==> impl_metrics.ini <==
; generated from flow reports
[clock_tree]
cts_hold_buf = 0
cts_tree = built
cts_max_path_buffers = 2
cts_root_buf = clkbuf_16
clk_latency_ns = 0.28
clk_pin_slew_ns = 0.06
numCtsBuffers = 5
htreeDepth = 2
cts_repair_resize_count = 0
post_cts_buffers = 0

[yosys]
adder_share_pct = 3.75
yosysWarnings = 8
yosys-stat-cells = 582
syn_area_per_cell_um2 = 9.74
synth.largest_area_cell = dfxtp_1
synth-async-reset-ratio_pct = 9.30
ys_sh_mux_pct = 2.14
synth.area.top_cells = dfxtp_1 (34%), edfxtp_1 (8.5%), dfrtp_1 (5.3%), nor2_1 (4.2%), xor2_1 (4.0%)
yosys.area_share.simple_pct = 23.6
top_logic_kind = simple AND/OR/NAND/NOR gates
synth_cells = 582
ys_sh_aoi_pct = 10.7
top_area_share_pct = 33.6
ys_area_um2 = 5670
ys_types = 59
edf_count = 16
ys.flop_type = dfxtp_1
xor_share_pct = 7.26
numSynthFlops = 129
synth_area_um2 = 5670

[final_timing]
untimed_endpoints = 97
tns_ns = 0
rsz0062_at_grt = false
finalCritPeriodShare_pct = 64.2
finalSetupViolCount = 0
slew_headroom_pct = 47.2
hold_viol = 0
skew_ns = 0.0102
tightest_slew_ns = 0.792
unclocked_pins = 77
finalMaxSlewViolations = 0
fmax_mhz = 205
period_minus_slack_ns = 4.88

[run_status]
outcome = completed

[critical_path]
cpLargestDelayFamily = buffers and inverters
cp_max_fo = 59
timing.critical_path.cells = buf_2, buf_4, inv_1, buf_4, o2111ai_1, nand2_1, clkdlybuf4s50_1
endpoint_kind = output pin
path_common_cell = buf_4
crit_arrival_ns = 3.36
slowest_delay_ns = 0.48
worstPathRequired_ns = 6.08
path_class = in2out
cp_slowest_cell = buf_4
cp-start-kind = primary input
critPathBufInv = 5

[grt]
track_usage_pct = 10.4
grt_overflow = 0
grt_antenna_before_repair = 0
grt_pass1_vias = 3858
grt_max_degree = 60
grt_pass1_wl_mm = 17.0

[die]
core_area_um2 = 18200
num_rows = 49
ios = 14
die_area_um2 = 19400
initCoreUtil_pct = 31.1
dieWidth_um = 139
die_y_um = 139

[placed_design]
io_buffers = 13
place_inst = 807
gp_congestion = 0.821
dpl.hpwl_mm = 6.56

[power_and_ir_drop]
max-vdd-ir-drop_mv = 0.175
p_leak_nw = 2.26
powerDensity_nw_per_um2 = 247
power_mw = 1.52

[routing]
dr.pass1.iters = 4
vias = 4048
routed_wl_mm = 9.31
antenna_cells = 0
drc = 0
wire_per_inst_um = 11.4
ant_nets = 0
drt_iter0_markers = 200
routed_via_density = 4.97

[layout]
area_growth_pct = 8.74
drive_gt1_share_pct = 5.97
fin_cells = 815
postLayoutCoreUtil_pct = 33.8

[job]
cap_violations = 0
tool_warnings = 34

[min_path]
hp-class = reg2reg
-- path summary, 6_finish.rpt --
path / startpoint / end / slack (ns) / cells after the start
setup / recovery: rst_i / full / 2.72 / 7
hold reg to reg: u_wclk.count[0] / u_wclk.count[0] / 0.47 / 1
setup reg to reg: u_rclk.count[0] / u_rclk.count[9] / 4.66 / 6
hold / removal: u_wclk.count[0] / u_wclk.count[0] / 0.47 / 1
-- cell usage in the layout, fill, tap and decap left out, drive strengths merged, types with 7 or more instances in the layout --
| cell type | instances |
|---|---|
| or4 | 23 |
| o21ai | 18 |
| ha | 17 |
| inv | 22 |
| dfxtp | 95 |
| edfxtp | 16 |
| nand4 | 15 |
| buf | 7 |
| nand3 | 21 |
| or3 | 17 |
| nor4 | 14 |
| nand2 | 25 |
| a21oi | 39 |
| clkdlybuf4s50 | 12 |
| xor2 | 26 |
| xnor2 | 21 |
| nor2 | 63 |
| o31ai | 19 |
| nor3 | 8 |
| dfrtp | 12 |
| nor2b | 14 |
-- synth_stat cells, types with 5 or more instances --
| cell type | instances |
|---|---|
| a21oi_1 | 38 |
| and3_1 | 5 |
| clkbuf_1 | 18 |
| dfrtp_1 | 12 |
| dfxtp_1 | 95 |
| dlxtn_1 | 6 |
| edfxtp_1 | 16 |
| ha_1 | 17 |
| inv_1 | 22 |
| nand2_1 | 25 |
| nand3_1 | 21 |
| nand4_1 | 15 |
| nor2_1 | 63 |
| nor2b_1 | 14 |
| nor3_1 | 8 |
| nor4_1 | 13 |
| o21ai_0 | 17 |
| o31ai_1 | 18 |
| o41ai_1 | 5 |
| or3_1 | 17 |
| or4_1 | 19 |
| xnor2_1 | 21 |
| xor2_1 | 26 |
-- cells by family (layout without fill, tap and decap cells) --
logic type,Yosys count,in the layout
latches,6,6
other cells,1,4
flops,123,123
buf+inv,48,49
fa+ha+maj,17,17
mux,7,7
xor+xnor,47,47
simple gates,237,237
compound gates,96,96
-- metrics by stage --
| step | hold slack, ns | cell area [um^2] | worst slack, ns |
|---|---|---|---|
| after floorplan | 0.426 | 5680 | 3.79 |
| after global placement | 0.441 | 6020 | 2.73 |
| after detailed placement | 0.452 | 6020 | 2.68 |
| after CTS | 0.467 | 6160 | 2.68 |
| after global routing | 0.503 | 6160 | 2.54 |
| final | 0.466 | 6160 | 2.72 |
-- registers in the layout (all words and copies together), names as in the netlist, 2 cells and up --
signal,flops
fifo0.rptr,3
fifo0.rptr1,3
u_rclk.count,25
u_wclk.count,25
u0w.sample,2
u1r.next,2
u0w.state,2
u0w.cnt,17
u1r.cnt,16
u0w.next,2
fifo0.wptr1,3
u1r.sample,2
fifo0.wptr,3
fifo0.RAM,16
u1r.state,2
-- worst register-to-register path: cells and delay by family, from the launching register on --
| family | cells | cell delay (ns) |
|---|---|---|
| flip-flops | 1 | 0.35 |
| AND/OR/NAND/NOR | 3 | 1.51 |
| adder cells (fa/ha/maj) | 1 | 0.19 |
| AND-OR/OR-AND | 1 | 0.68 |
| buffers and inverters | 1 | 0.07 |
-- where the power goes --
part,switching (mW),internal [mW],total (mW)
Clock,0.0947,0.123,0.217
Combinational,0.428,0.287,0.715
Sequential,0.0912,0.500,0.591
Total,0.614,0.910,1.52
-- metal layers --
layer  global-route usage (%)  share of wire, %  up-vias
li1                         -                 -     2095
met1                     15.4                51     1866
met2                     16.7                43       83
met3                     2.03               4.5        4
met4                    0.819              0.60        0
met5                        0                 0        -
-- final cells by class --
cell class                      count  area, um^2
Clock inverter                      2        16.3
Multi-Input combinational cell    408        2710
Sequential cell                   129        2770
Inverter                           22        82.6
Fill cell                        1763       12000
Clock buffer                        6         129
Tap cell                          229         287
Timing Repair Buffer               19         170
No activity file was given, so power comes from the tool's default toggle rates.
